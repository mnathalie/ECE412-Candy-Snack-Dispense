**config.mk**
```make
export PLATFORM = sky130hd
export DESIGN_NAME = PWM_generation
export DESIGN_NICKNAME = PWM_generation
export VERILOG_FILES = /design/flow/design.v
export SDC_FILE = /design/flow/constraint.sdc
export NUM_CORES = 4
export LEC_CHECK = 1
export CORE_AREA = 10 10 73 73
export DIE_AREA = 0 0 83 83
```
**constraint.sdc**
```tcl
current_design PWM_generation

set clk_period 2.0
set clk_io_pct 0.2

create_clock -name clk0 -period $clk_period [get_ports {clk}]

set non_clock_inputs [all_inputs -no_clocks]
set_input_delay [expr $clk_period * $clk_io_pct] -clock clk0 $non_clock_inputs
set_output_delay [expr $clk_period * $clk_io_pct] -clock clk0 [all_outputs]
```
**design.v**
```verilog
`timescale 1 ns / 1ps
module PWM_generation(clk,reset,rise,fall,clk_out);
input wire clk;
input wire reset;
output wire clk_out;
input wire [3:0] rise; 
input wire [3:0] fall;
reg [3:0] count, count_on, count_off;
reg  pos_or_neg;
always @(posedge clk, negedge reset) begin
    if(~reset) begin
		count<= 0;
		count <= 0;
        pos_or_neg <=1;
		end 
	else  if ( (pos_or_neg ==1) )
	begin
	if ((count == count_on-1) )
		begin 
		count <=0;
		pos_or_neg <=0;  	  
		end
	else 
	count <= count+1;
	end
	else  if ( (pos_or_neg ==0) )
	begin
	if ((count == count_off-1) )
		begin 
		count <=0;
		pos_or_neg <=1;  	  
		end
	else 
	count <= count+1;
	end
end	
always @(rise, fall)
begin
count_on <= rise;
count_off <= fall;	
end	
assign clk_out = pos_or_neg;
endmodule
```
**run.sh**
```bash
#!/bin/bash
# OpenROAD 26Q1-2900-gdf79404cd8, Yosys 0.63+post, stock flow scripts
make -C /OpenROAD-flow-scripts/flow DESIGN_CONFIG=/design/flow/config.mk WORK_HOME=/design/flow/orfs finish
```
==> results_tabular.tex <==
% Synthesis and place-and-route results
\begin{tabular}{lr}
\hline
Metric & Value \\
\hline
\multicolumn{2}{l}{\textbf{Status}} \\
Run status & complete, no violations \\
\multicolumn{2}{l}{\textbf{Synthesis}} \\
Flip-flop and latch count after synthesis & 5 \\
Synthesized netlist cell count & 41 \\
Yosys cell count & 41 \\
Top cells by count, synth & xnor2\_1 (9), nor3\_1 (5), xor2\_1 (5) \\
Post-synth seq share & 31.4\% \\
Post-synthesis async set-or-reset flop share & 100\% \\
Xor/xnor share & 30.4\% \\
Post-synth area from yosys stat & 403 um2 \\
Post-Synth Adder-Cell Area & 9.32\% \\
Yosys warning count & 1 \\
Cell Area, Synth & 403 um2 \\
Syn Area/Cell & 9.83 um2 \\
Yosys top cell by instances & xnor2\_1 \\
Area share of the largest cell type after synthesis & 24.8\% \\
Simple-Gate Area Share & 17.7\% \\
Count of library flops with an enable pin & 0 \\
Count of distinct cell types in the synthesized netlist & 15 \\
Top flip-flop cell by instance count after synthesis & dfrtp\_1 \\
Top area cells in the synthesized netlist & dfrtp\_1 (25\%), xnor2\_1 (20\%), xor2\_1 (11\%) \\
Dominant non-sequential cell family after synthesis & XOR/XNOR gates \\
Portion of netlist area occupied by mux cells & 0\% \\
Cell type with the largest total area & dfrtp\_1 \\
Synthesized-area fraction occupied by ao, oa, aoi and oai cells & 7.45\% \\
\multicolumn{2}{l}{\textbf{Placed design}} \\
IO Port Bufs & 10 \\
Cell area after placement & 586 um2 \\
Pre-CTS setup slack & -0.177 ns \\
HPWL Detailed & 761 um \\
Final weighted congestion in routability-driven placement & 0.827 \\
Number of placed cells counting well taps & 102 \\
\multicolumn{2}{l}{\textbf{Worst setup path}} \\
CP Data Arrival Time & 2.01 ns \\
List of cells traversed by the critical path & clkdlybuf4s50\_1 > inv\_1 > ha\_1 > xnor2\_1 > a2111oi\_2 > and3\_4 > nor3\_1 \\
WP buf/inv & 2 \\
CP max stage delay & 0.48 ns \\
CP top delay family & buffers and inverters \\
Worst setup path category & in -> reg \\
Cell at the slowest stage of the critical path & clkdlybuf4s50\_1 \\
CP Capture Type & flop \\
Type of element launching the critical path & input port \\
CP Data Required Time & 2.09 ns \\
Largest fanout on the critical path & 5 \\
\multicolumn{2}{l}{\textbf{Drt}} \\
Mean routed wirelength per cell & 8.82 um \\
Routed via count & 330 \\
Remaining routing DRC violations & 0 \\
Total routed wirelength & 935 um \\
Initial DRC Count & 6 \\
Via/cell ratio & 3.11 \\
DRT antenna net count & 0 \\
Antenna cells & 0 \\
Detailed-router iteration count before antenna repair & 3 \\
\multicolumn{2}{l}{\textbf{Floorplan}} \\
Area enclosed by the die boundary & 6890 um2 \\
Vertical extent of the die & 83 um \\
Area of the placeable core & 3740 um2 \\
Die X & 83 um \\
Fp util & 10.8\% \\
Number of I/O pins & 11 \\
FP Rows & 22 \\
\multicolumn{2}{l}{\textbf{Job}} \\
Number of logged tool warnings & 25 \\
Number of max-cap violations & 0 \\
\multicolumn{2}{l}{\textbf{Clock network}} \\
Post-CTS Setup Bufs & 0 \\
CTS tree & done \\
Maximum buffer depth of the clock tree & 2 \\
TritonCTS sink count & 5 \\
H-Tree Level Count & 1 \\
Inserted Clock Buffers & 3 \\
Insertion delay of the later-clocked pin in the worst-skew pair & 0.22 ns \\
Clk pin slew, worst setup/hold paths & 0.03 ns \\
CTS Root Buffer Type & clkbuf\_8 \\
\multicolumn{2}{l}{\textbf{STA}} \\
Tightest Pin Transition & 0.256 ns \\
Max Transition Viols Final & 0 \\
Min cycle time layout & 1.91 ns \\
Worst slew margin relative to its limit & 82.9\% \\
Count of endpoints failing setup in the final report & 0 \\
Max Clock Skew & 0.000539 ns \\
Final period utilization & 95.7\% \\
TNS Setup & 0 ns \\
Number of hold violations in the final report & 0 \\
PnR worst setup slack & 0.0859 ns \\
RSZ-0062 raised after global routing & false \\
Upper clock frequency limit & 522 MHz \\
\multicolumn{2}{l}{\textbf{Power}} \\
Sw Share & 33.2\% \\
Peak supply drop & 0.000228 V \\
P\_int & 514 uW \\
Total net switching power & 255 uW \\
Power per standard cell area & 1200 nW/um2 \\
Leak pwr & 0.257 nW \\
Share of power burned in the clock network & 23.8\% \\
Combinational share of power & 44.7\% \\
Share of total power in sequential cells & 31.5\% \\
\multicolumn{2}{l}{\textbf{GRT}} \\
Global Route met2 Usage & 3.28\% \\
Pin count of the biggest net entering global routing & 6 \\
Layer carrying the most global-route usage & met1 \\
Overall Global Routing Usage & 2.77\% \\
Global-route wire length before repair & 1670 um \\
Global routing usage on met1 & 4.00\% \\
Number of global-route vias before repair & 367 \\
Leftover overflow at the end of global routing & 0 \\
Initial antenna violation count & 0 \\
Met3 global-route usage & 1.57\% \\
\multicolumn{2}{l}{\textbf{Layout}} \\
Area growth, synth to finish & 59.0\% \\
Final Core Density & 17.1\% \\
Filler instances & 422 \\
Share of layout cells above drive strength 1 & 20.7\% \\
Gate Area & 272 um2 \\
Area of all sequential standard cells & 126 um2 \\
Post-layout instance count excluding filler cells & 106 \\
Finished Cell Area & 641 um2 \\
\multicolumn{2}{l}{\textbf{Hold path}} \\
Type of the worst min-delay path & in -> async \\
\hline
\end{tabular}
## per-stage QoR
| step | hold slack [ns] | power (mW) |
|---|---|---|
| finish | 0.406 | 0.769 |
| global route | 0.412 | 0.840 |
| CTS | 0.408 | 0.769 |
| detailed placement | 0.533 | 0.577 |
| global placement | 0.535 | 0.578 |
| floorplan | 0.104 | 0.462 |
## cells in the final DEF, fill, tap and decap left out
cell,synthesis,layout
a21o_1,1,1
nor3_1,5,5
and4_2,0,1
ha_1,3,3
dfrtp_1,4,4
a2111oi_2,1,1
clkbuf_8,0,3
xnor2_1,9,9
a211oi_2,0,1
and3_4,0,1
dfstp_2,1,1
nor3b_2,1,1
xor2_1,5,5
nor2_1,2,2
inv_1,4,4
clkbuf_1,0,1
nand3_1,2,2
clkdlybuf4s50_1,0,10
buf_4,0,3
## state kept, by name, indices dropped and copies added (netlist names)
signal and flops:
count 4, pos_or_neg 1
## area by class of cell
class | instances | area share [%]
multi-input cells | 32 | 42.4
inverters | 4 | 2.34
repair buffers | 13 | 19.1
well taps | 48 | 9.38
flip-flops and latches | 5 | 19.7
clock buffers | 4 | 7.03
## power groups by stage
stage	Sequential, mW	Combinational (mW)	Clock (mW)
CTS	0.243	0.335	0.191
global route	0.254	0.383	0.203
finish	0.242	0.344	0.183
## cell families after synthesis
group,after synthesis
AND-OR/OR-AND,3
XOR/XNOR,14
adder cells (fa/ha/maj),3
buffers and inverters,4
flip-flops,5
AND/OR/NAND/NOR,12
## layer usage
| layer | vias up | share of wire (%) |
|---|---|---|
| met5 | - | 0 |
| met4 | 0 | 0 |
| met3 | 0 | 9.7 |
| met2 | 12 | 35 |
| met1 | 145 | 55 |
| li1 | 173 | - |
## timing repair
action                     in CTS  in global routing
gates resized                   0                  3
hold buffers                    0                  0
setup endpoints to repair       0                  4
## path summary, 6_finish.rpt
| check | from | to | slack, ns | depth (start not counted) |
|---|---|---|---|---|
| max | fall[0] | count[0]$_DFF_PN0_ | 0.09 | 7 |
| min | reset | count[3]$_DFF_PN0_ | 0.41 | 1 |
| max reg2reg | count[1]$_DFF_PN0_ | count[0]$_DFF_PN0_ | 0.64 | 4 |
| min reg2reg | pos_or_neg$_DFF_PN1_ | pos_or_neg$_DFF_PN1_ | 0.54 | 1 |
| max in group asynchronous | reset | pos_or_neg$_DFF_PN1_ | 1.34 | 1 |
| min in group clk0 | pos_or_neg$_DFF_PN1_ | pos_or_neg$_DFF_PN1_ | 0.54 | 1 |
No activity file was given, so power comes from the tool's default toggle rates.
